$ cat /design/flow/config.mk
export PLATFORM = sky130hd
export DESIGN_NAME = busMUX
export DESIGN_NICKNAME = busMUX
export VERILOG_FILES = /design/flow/design.v
export SDC_FILE = /design/flow/constraint.sdc
export NUM_CORES = 4
export LEC_CHECK = 1
export CORE_AREA = 10 10 312 312
export DIE_AREA = 0 0 322 322
$ cat /design/flow/constraint.sdc
current_design busMUX

set clk_period 5.7
set clk_io_pct 0.2

create_clock -name clk0 -period $clk_period

set non_clock_inputs [all_inputs -no_clocks]
set_input_delay [expr $clk_period * $clk_io_pct] -clock clk0 $non_clock_inputs
set_output_delay [expr $clk_period * $clk_io_pct] -clock clk0 [all_outputs]
$ cat /design/flow/design.v
`timescale 1ns/10ps
module busMUX(
			  input [31:0] r0, 
			  input [31:0] r1, 
			  input [31:0] r2, 
			  input [31:0] r3, 
			  input [31:0] r4, 
			  input [31:0] r5, 
			  input [31:0] r6, 
			  input [31:0] r7, 
			  input [31:0] r8, 
			  input [31:0] r9, 
			  input [31:0] r10, 
			  input [31:0] r11, 
			  input [31:0] r12, 
			  input [31:0] r13, 
			  input [31:0] r14, 
			  input [31:0] r15,
			  input [31:0] hi, 
			  input [31:0] lo, 
			  input [31:0] zhi, 
			  input [31:0] zlo, 
			  input [31:0] pc, 
			  input [31:0] mdr, 
			  input [31:0] inport, 
			  input [31:0] signExt,
			  input wire [4:0] sel,
			  output reg [31:0] muxOut);
	always @(*) 
	begin
		case (sel)
			5'b00001 : muxOut <= r1[31:0];
			5'b00010 : muxOut <= r2[31:0];
			5'b00011 : muxOut <= r3[31:0];
			5'b00100 : muxOut <= r4[31:0];
			5'b00101 : muxOut <= r5[31:0];
			5'b00110 : muxOut <= r6[31:0];
			5'b00111 : muxOut <= r7[31:0];
			5'b01000 : muxOut <= r8[31:0];
			5'b01001 : muxOut <= r9[31:0];
			5'b01010 : muxOut <= r10[31:0];
			5'b01011 : muxOut <= r11[31:0];
			5'b01100 : muxOut <= r12[31:0];
			5'b01101 : muxOut <= r13[31:0];
			5'b01110 : muxOut <= r14[31:0];
			5'b01111 : muxOut <= r15[31:0];
			5'b10000 : muxOut <= hi[31:0];
			5'b10001 : muxOut <= lo[31:0];
			5'b10010 : muxOut <= zhi[31:0];
			5'b10011 : muxOut <= zlo[31:0];
			5'b10100 : muxOut <= pc[31:0];
			5'b10101 : muxOut <= mdr[31:0];
			5'b10110 : muxOut <= inport[31:0];
			5'b10111 : muxOut <= signExt[31:0];
			default: muxOut <= 32'd0;
		endcase
	end
endmodule
$ cat /design/flow/run.sh
#!/bin/bash
# OpenROAD 26Q1-2900-gdf79404cd8, Yosys 0.63+post, stock flow scripts
make -C /OpenROAD-flow-scripts/flow DESIGN_CONFIG=/design/flow/config.mk WORK_HOME=/design/flow/orfs finish
==> flow_summary_export.csv <==
group,metric,value,unit
synth,syn_avg_cell_area,7.45,um^2
global_route,use_met2,0.364,
floorplanning,die-area,104000,um^2
power_and_ir_drop,intPower,664,uW
sta,relSlewSlack,0.176,
clock_network,cts_resized,0,
power_and_ir_drop,pwr-share-comb,1.000,
cells_and_area,drive_gt1_frac,0.127,
route,vias_per_cell,4.28,
floorplanning,die_height,322,um
synth,ys_cells,735,
power_and_ir_drop,ir_worst_vdd,0.0000177,V
floorplanning,num_io_pins,805,
route,drc,0,
synth,ys_warn_count,1,
worst_setup_path,path_buffers,4,
floorplanning,rows,110,
power_and_ir_drop,seqPwrFrac,0,
global_route,first_global_vias,12106,
synth,synth_seq_share,0,
placed_design,place_hpwl,108000,um
synth,syn_area,5480,um^2
worst_setup_path,critPathMaxFanout,22,
route,wl_per_cell,44.0,um
cells_and_area,flops,0,
worst_setup_path,critical_path_depth,9,
worst_setup_path,worst_path_most_repeated_cell,"buf_4",
power_and_ir_drop,netSwitchingFraction,0.415,
clock_network,hold_buffers,0,
global_route,grt_pass1_wl,147000,um
sta,finalClockPeriodUsage,0.959,
sta,finalSetupViolCount,0,
worst_setup_path,cp_top_family,"simple AND/OR/NAND/NOR gates",
sta,clock.fmax,183,MHz
hold_path,hold_path_class,"in -> out",
global_route,gr-usage-all-layers,0.226,
worst_setup_path,worst_path_largest_cell_delay,0.74,ns
sta,fin_tns_setup,0,ns
placed_design,portBuffers,773,
cells_and_area,clock_buffers,0,
route,dr.first_iter.drc_count,1163,
worst_setup_path,crit_required,4.56,ns
hold_path,hold_depth,4,
sta,drv_slew,0,
synth,synth_cell_types,69,
power_and_ir_drop,leakage,5.48,nW
worst_setup_path,worstPathCellList,"buf_4 > buf_4 > nand3b_2 > nor2_4 > buf_4 > a22oi_1 > and3_1 > nand4_1 > clkdlybuf4s50_1",
global_route,busiest_layer,"met2",
global_route,grt_util_met1,0.274,
placed_design,dp.cells,2745,
cells_and_area,flop_area,0,um^2
sta,hold_ws,3.04,ns
cells_and_area,synthToLayoutAreaGrowth,184,%
sta,period_minus_slack,5.47,ns
synth,synthCells,735,
route,vias,11881,
sta,worstMarginPinSlew,1.23,ns
cells_and_area,final_cells,2773,
route,first_pass_iters,5,
floorplanning,die_w,322,um
sta,grt_setup_unrepaired,"false",
placed_design,place_congestion,0.919,
power_and_ir_drop,power.density,72.9,nW/um^2
worst_setup_path,endpoint_kind,"output pin",
floorplanning,fp-utilization,0.0607,
synth,synth.top_cell.area_share,0.200,
global_route,grt_max_degree,28,
power_and_ir_drop,clockPowerShare,0,
cells_and_area,fillers,10213,
worst_setup_path,critPathKind,"in -> out",
synth,yosys_area,5480,um^2
synth,top_cells_by_area,"a22oi_1 (20%), mux2i_1 (15%), a22o_1 (8.2%), a221oi_1 (5.6%), buf_2 (4.6%)",
clock_network,cts_setup_buffers,0,
run,warnings,64,
global_route,antenna_found_initial,101,
route,drt_wl_total,122000,um
global_route,grt-ovfl-total,0,
worst_setup_path,cp-start-kind,"primary input",
status,status,"finished clean",
synth,yosysTopAreaCell,"a22oi_1",
route,drtAntennaViolNets,0,
worst_setup_path,arrival,4.33,ns
global_route,use_met3,0.106,
worst_setup_path,cp_slowest_cell,"nor2_4",
run,drv_cap,0,
floorplanning,core,90300,um^2
sta,timing_hold_violations_final,0,
power_and_ir_drop,p_sw,472,uW
[power groups by stage]
| stage | logic, mW | registers [mW] | clock network [mW] |
|---|---|---|---|
| finish | 1.14 | 0 | 0.000000548 |
| global route | 1.19 | 0 | 0.000000189 |
| CTS | 1.14 | 0 | 0 |
[stage by stage]
| stage | instance area (um^2) | total power, mW | util | setup WS [ns] |
|---|---|---|---|---|
| after floorplan | 5480 | 0.230 | - | 2.13 |
| after global placement | 15500 | 1.13 | 0.172 | 0.162 |
| after detailed placement | 15500 | 1.14 | 0.172 | 0.216 |
| after CTS | 15500 | 1.14 | 0.172 | 0.186 |
| after global routing | 15500 | 1.19 | 0.172 | 0.152 |
| final | 15600 | 1.14 | 0.173 | 0.234 |
[worst min-delay path, delay by kind of cell]
kind | cells | cell delay [ns]
buffers and inverters | 2 | 0.60
AND-OR/OR-AND | 1 | 0.08
AND/OR/NAND/NOR | 1 | 0.08
[worst paths after layout]
| check | startpoint | end | slack (ns) |
|---|---|---|---|
| worst max-delay path | sel[2] | muxOut[9] | 0.23 |
| worst min-delay path | signExt[20] | muxOut[20] | 3.04 |
[cell type report]
type                       instances  area [um^2]  share of cell area
timing repair buffer             913         8930               0.573
tap                             1176         1470              0.0945
inverter                           1         3.75            0.000241
antenna                           28         70.1             0.00450
multi-input combinational        655         5100               0.328
[per-layer routing]
metal | part of all wire | vias to the layer above
li1 | - | 4866
met1 | 0.39 | 5672
met2 | 0.46 | 1006
met3 | 0.12 | 229
met4 | 0.022 | 108
met5 | 0.0061 | -
[cells in the final DEF, fill, tap and decap left out, types with 9 or more instances in the layout]
cell,n
o22ai_1,15
and3_1,18
nand2_1,26
diode_2,28
a21oi_1,19
buf_4,131
nand4_1,30
o32ai_1,11
a22oi_1,146
nand3_1,14
a22o_1,51
nor2_1,30
mux2i_1,83
clkdlybuf4s50_1,766
o2bb2ai_1,9
nor2_4,13
a211oi_1,9
buf_12,13
a221oi_1,35
nor3_1,14
[kinds of logic (layout without fill, tap and decap cells)]
logic type	count (synthesis)	in the layout	share of synthesized area
other	0	28	0
muxes	95	95	0.181
AOI/OAI and AO/OA	344	344	0.496
and+or+nand+nor	216	216	0.234
buffers and inverters	80	914	0.0882
[synth_stat cells (3+ instances only)]
library cell and n:
nor4_1 6, nand3_1 14, o2111ai_1 4, nor2_2 6, clkbuf_1 6, a2bb2oi_1 4, buf_2 50, nor2_4 4
a31oi_1 4, nor3_1 14, and3_1 18, nand3b_2 3, nor2_1 40, a222oi_1 4, or3_1 7, a22o_1 51
a221oi_1 35, nor3_2 3, or4_1 4, a221o_1 5, a211oi_1 9, nand4_1 30, o32ai_1 11, a22oi_1 146
nand2_1 26, o2bb2ai_1 9, o22ai_1 15, a2111oi_0 5, nor2b_1 4, nor3b_1 5, o21ai_0 7, buf_6 10
buf_4 12, nand2b_1 6, a21oi_1 19, mux2i_1 83, mux2_2 8, and4_1 5, or4b_1 3
Power and IR drop assume default switching activity.

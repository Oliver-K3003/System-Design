File: flow/design.v
`timescale 1ns/10ps
module busEncoder(input wire [31:0] in, input en, output reg [4:0] out);
	always @(in or en)
	begin
		if(en==1)
			begin
				case(in)
					32'h00000001 : out <= 5'd0;   
         		32'h00000002 : out <= 5'd1;     
	 				32'h00000004 : out <= 5'd2;      
					32'h00000008 : out <= 5'd3;     
					32'h00000010 : out <= 5'd4;     
					32'h00000020 : out <= 5'd5;      
					32'h00000040 : out <= 5'd6;    
					32'h00000080 : out <= 5'd7;     
					32'h00000100 : out <= 5'd8;     
					32'h00000200 : out <= 5'd9;      
					32'h00000400 : out <= 5'd10;    
					32'h00000800 : out <= 5'd11;   
					32'h00001000 : out <= 5'd12;    
					32'h00002000 : out <= 5'd13;  
					32'h00004000 : out <= 5'd14; 
					32'h00008000 : out <= 5'd15; 
	 				32'h00010000 : out <= 5'd16;     
					32'h00020000 : out <= 5'd17;     
					32'h00040000 : out <= 5'd18;  
					32'h00080000 : out <= 5'd19;   
					32'h00100000 : out <= 5'd20;     
					32'h00200000 : out <= 5'd21;    
					32'h00400000 : out <= 5'd22; 
					32'h00800000 : out <= 5'd23;
	  				default: out <= 5'd31;
				endcase
			end
		else	out=5'bzzzzz;
	end
endmodule
File: flow/run.sh
#!/bin/bash
# OpenROAD 26Q1-2900-gdf79404cd8, Yosys 0.63+post, stock flow scripts
make -C /OpenROAD-flow-scripts/flow DESIGN_CONFIG=/design/flow/config.mk WORK_HOME=/design/flow/orfs finish
File: flow/config.mk
export PLATFORM = sky130hd
export DESIGN_NAME = busEncoder
export DESIGN_NICKNAME = busEncoder
export VERILOG_FILES = /design/flow/design.v
export SDC_FILE = /design/flow/constraint.sdc
export NUM_CORES = 4
export LEC_CHECK = 1
export CORE_AREA = 10 10 70 70
export DIE_AREA = 0 0 80 80
File: flow/constraint.sdc
current_design busEncoder

set clk_period 4.1
set clk_io_pct 0.2

create_clock -name clk0 -period $clk_period

set non_clock_inputs [all_inputs -no_clocks]
set_input_delay [expr $clk_period * $clk_io_pct] -clock clk0 $non_clock_inputs
set_output_delay [expr $clk_period * $clk_io_pct] -clock clk0 [all_outputs]
==> impl_metrics.toml <==
# generated from flow reports
[global_routing]
use_met3 = 0.00795
overflow = 0
grt_pass1_wl_um = 4260
grt_pass1_vias = 929
grt_usage = 0.0769
grt-busiest-layer = "met2"
use_met2 = 0.128
use_met1 = 0.109
grt_max_degree = 10
antenna_found_initial = 0

[critical_path]
crit_path_end_kind = "output pin"
required_ns = 3.28
cp.arrival_ns = 3.13
worstSetupPathType = "in -> out"
setup.worst_path.start = "in[29]"
cp-start-kind = "input port"
cp_max_fo = 5

[synth]
netlist_top_cells_area = "nor2_1, o21ai_0, nand4_1, nor2b_1, xor2_1"
ys_cells = 113
most_common_cell = "nor2_1"
common_cells = "nor2_1, o21ai_0, nand4_1, nor2b_1"
syn_area_sq_um = 776
yosysChipArea_sq_um = 776
synth_area_per_cell_sq_um = 6.86
yosysTopAreaCell = "nor2_1"
ys_seq_frac = 0
synth.distinct_cells = 39
syn_inst = 113
synth_top_area_share = 0.0726
ys_warn_count = 2

[status]
outcome = "finished, final reports clean"

[detailed_routing]
ant_nets = 0
route.vias.total = 1034
viasPerCell = 5.02
route.detailed.drc = 0
drtPass1Iterations = 4
drt_iter0_drc = 57
wire_per_inst_um = 12.5
diodes = 0
routed_wl_um = 2570

[finish]
seqCellArea_sq_um = 0
clockBufferCount = 0
ff_count = 0
drive_gt1_frac = 0.150
final_core_util = 0.375
syn2layout_area_growth_pct = 65.2
instances_no_fill = 206

[run]
max-cap-violations = 0
warnings = 33

[timing]
fin_setup_tns_ns = 0
post-route-min-period_ns = 3.95
setup_slack_ns = 0.149
grt_setup_unrepaired = "no"
hold_violations = 0
period_used_share = 0.964
setup_viol = 0
max_slew.worst_pin.slew_ns = 0.390
max_freq_mhz = 253
relSlewSlack = 0.740
maxSlewViolCount = 0

[pwr]
leakage_nw = 0.393
peakVddDrop_mv = 0.0244
powerDensity_nw_per_um2 = 70.2

[die]
core_region_area_sq_um = 3420
fp.dieW_um = 80
ioPinCount = 38
fp_util = 0.227
die_h_um = 80
dieArea_sq_um = 6400
rows = 21

[placed_design]
dp_hpwl_um = 2290
placed_cells = 206
pre_cts_ws_ns = 0.149
port_buffers = 37
gp_congestion = 0.845

[worst_hold_path]
hold_start = "in[16]"
hold_end = "out[0]"
worstHoldPathCells = 5
hp-class = "in -> out"

[clock_tree]
ctsHoldBuffers = 0
post_cts_resize_count = 0
postCtsSetupBuffers = 0
==> cell type report <==
class,instances,area [sq um]
fillers,364,2130
well taps,46,57.6
inverters,3,11.3
multi-input cells,105,729
repair buffers,52,483
==> power breakdown <==
part / internal [mW] / leakage [nW] / total (mW) / switching [mW]
logic: 0.0499 / 0.393 / 0.0900 / 0.0401
clock network: 0 / 0 / 0 / 0
registers: 0 / 0 / 0 / 0
==> how the worst max path moves through the flow <==
| stage | end | slack (ns) |
|---|---|---|
| final | out[1] | 0.15 |
| after global routing | out[2] | 0.002 |
| after CTS | out[1] | 0.15 |
==> critical path, stage by stage <==
cell and delay (ns):
clkdlybuf4s50_1 0.40, nor4_1 0.34, buf_4 0.17, nand4_1 0.16, buf_4 0.21, a2111oi_4 0.43
o311ai_1 0.17, clkdlybuf4s50_1 0.43
==> layout by cell type, fill, tap and decap left out, types with 2 or more instances in the layout <==
master,netlist,final
nor2b_1,7,7
nor4_4,2,2
buf_4,0,15
xor2_1,5,5
nor4b_1,4,4
or4_1,2,2
nor4_2,2,2
nand4_1,8,8
o21ai_0,11,11
o31a_1,3,3
nor3_1,3,3
o21a_1,2,2
inv_1,3,3
o211ai_1,4,4
nand3_1,3,3
nor3b_1,2,2
o311ai_1,3,3
nor2_1,15,15
clkdlybuf4s50_1,0,37
nor4_1,5,5
a211oi_1,3,3
nand2_1,5,5
==> per-layer routing <==
layer | routed length, um | vias to the layer above
met4 | 0 | 0
li1 | - | 549
met5 | 0 | -
met3 | 135 | 0
met1 | 1210 | 456
met2 | 1230 | 29
==> per-stage QoR <==
step,hold slack (ns),power (mW),instance area [sq um]
floorplan,1.78,0.0365,776
global placement,2.84,0.0885,1280
detailed placement,2.83,0.0898,1280
CTS,2.84,0.0901,1280
global route,2.86,0.0994,1280
finish,2.81,0.0900,1280
==> kinds of logic after synthesis <==
group	Yosys count	synth area share
AND-OR/OR-AND	34	0.331
XOR/XNOR	6	0.0677
adder cells (fa/ha/maj)	1	0.0145
buffers and inverters	8	0.0613
AND/OR/NAND/NOR	64	0.526
No activity file was given, so power comes from the tool's default toggle rates.
